==> /design/flow/design.v <==
interface memory_bus();
    logic [31:2] addr;
    logic [31:0] dataD;
    logic [31:0] dataQ;
    logic read, write;
    logic ready;
    logic [3:0] byteSel;
    modport master (
        output addr,
        output dataD,
        input dataQ,
        output read, write,
        input ready,
        output byteSel
    );
    modport slave (
        input addr, 
        input dataD,
        output dataQ,
        input read, write,
        output ready,
        input byteSel
    );
endinterface
typedef enum logic [7:0] { 
    ALU_NOP = 0,     
    ALU_ADD,         
    ALU_SUB,         
    ALU_AND,         
    ALU_OR,          
    ALU_XOR,         
    ALU_LUI,         
    ALU_SLT,         
    ALU_SLTU,        
    ALU_SLL,         
    ALU_SRL,         
    ALU_SRA         
} alu_op_t;
typedef struct packed {
    logic [31:2] pc;
    logic pcValid;
} dec2ifPkt;
typedef struct packed {
    logic [31:2] pc;
    logic [31:0] inst32;
    logic instValid;
} if2decPkt;
typedef struct packed {
    logic [31:2] pc;
    logic [31:0] inst32;
    logic        instValid;
    alu_op_t aluOp;
    logic [4:0] destReg;
    logic [31:0] src1, src2;
} dec2exPkt;
typedef struct packed {
    logic [31:2] pc;
    logic [31:0] inst32;
    logic instValid;
    logic [4:0] destReg;
    logic [31:0] res;
} ex2wbPkt;
module InstDec(
    input logic clk, rst,
    input logic stall,
    input if2decPkt if2dec_i,
    output dec2ifPkt dec2if_o,
    output dec2exPkt dec2ex_o,
    input ex2wbPkt ex2wb_i
);
    if2decPkt if2dec_reg;  
    logic [31:0] rs1Val_rf, rs2Val_rf;  
    logic [31:0] rs1Val, rs2Val;  
    logic [31:2] pc, nextPc;  
    RegFile rfu(
        .clk,
        .rs1Num_i (if2dec_i.inst32[19:15]),
        .rs2Num_i (if2dec_i.inst32[24:20]),
        .rs1Val_o (rs1Val_rf),
        .rs2Val_o (rs2Val_rf),
        .rdNum_i (ex2wb_i.destReg),
        .rdVal_i (ex2wb_i.res),
        .regWrite_i (ex2wb_i.instValid)
    );
    always_comb begin
        dec2if_o = 'bx;
        dec2if_o.pc = nextPc;
        dec2if_o.pcValid = ~stall;
        dec2ex_o.pc         = if2dec_reg.pc;
        dec2ex_o.inst32     = if2dec_reg.inst32;
        dec2ex_o.instValid  = if2dec_reg.instValid;
        dec2ex_o.destReg    = 'bx;
        dec2ex_o.src1       = 'bx;
        dec2ex_o.src2       = 'bx;
        dec2ex_o.aluOp      = 0;
        case (if2dec_reg.inst32[6:0])
            7'b0110011 : begin
                dec2ex_o.destReg = if2dec_reg.inst32[11:7];
                dec2ex_o.src1 = rs1Val;
                dec2ex_o.src2 = rs2Val;
                case (if2dec_reg.inst32[14:12])
                    3'b000 : begin
                        case (if2dec_reg.inst32[31:25])
                            7'b0000000 : begin
                                dec2ex_o.aluOp = ALU_ADD;
                            end
                            7'b0100000 : begin
                                dec2ex_o.aluOp = ALU_SUB;    
                            end
                        endcase
                    end
                    3'b010 : begin
                        dec2ex_o.aluOp = ALU_SLT;
                    end
                    3'b011 : begin
                        dec2ex_o.aluOp = ALU_SLTU;
                    end
                    3'b111 : begin
                        dec2ex_o.aluOp = ALU_AND;
                    end
                    3'b110 : begin
                        dec2ex_o.aluOp = ALU_OR;
                    end
                    3'b100 : begin
                        dec2ex_o.aluOp = ALU_XOR;
                    end
                    3'b001 : begin
                        dec2ex_o.aluOp = ALU_SLL;
                    end
                    3'b101 : begin
                        case (if2dec_reg.inst32[31:25])
                            7'b0000000 : begin
                                dec2ex_o.aluOp = ALU_SRL;
                            end
                            7'b0100000 : begin
                                dec2ex_o.aluOp = ALU_SRA;
                            end
                        endcase
                    end
                endcase        
            end
            7'b0010011 : begin
                dec2ex_o.destReg = if2dec_reg.inst32[11:7];
                dec2ex_o.src1 = rs1Val;
                case (if2dec_reg.inst32[14:12])
                    3'b000 : begin
                        case (if2dec_reg.inst32[31:25])
                            7'b0000000 : begin
                                dec2ex_o.aluOp = ALU_ADD;
                                dec2ex_o.src2 = {{16{if2dec_reg.inst32[31]}}, if2dec_reg.inst32[31:20]};
                            end
                            7'b0100000 : begin
                                dec2ex_o.aluOp = ALU_SUB; 
                                dec2ex_o.src2 = {{16{if2dec_reg.inst32[31]}}, if2dec_reg.inst32[31:20]};   
                            end
                        endcase
                    end
                    3'b010 : begin
                        dec2ex_o.aluOp = ALU_SLT;
                        dec2ex_o.src2 = {{16{if2dec_reg.inst32[31]}}, if2dec_reg.inst32[31:20]};
                    end
                    3'b011 : begin
                        dec2ex_o.aluOp = ALU_SLTU;
                        dec2ex_o.src2 = {{16{if2dec_reg.inst32[31]}}, if2dec_reg.inst32[31:20]};
                    end
                    3'b111 : begin
                        dec2ex_o.aluOp = ALU_AND;
                        dec2ex_o.src2 = {{16{if2dec_reg.inst32[31]}}, if2dec_reg.inst32[31:20]};
                    end
                    3'b110 : begin
                        dec2ex_o.aluOp = ALU_OR;
                        dec2ex_o.src2 = {{16{if2dec_reg.inst32[31]}}, if2dec_reg.inst32[31:20]};
                    end
                    3'b100 : begin
                        dec2ex_o.aluOp = ALU_XOR;
                        dec2ex_o.src2 = {{16{if2dec_reg.inst32[31]}}, if2dec_reg.inst32[31:20]};
                    end
                    3'b001 : begin
                        dec2ex_o.aluOp = ALU_SLL;
                        dec2ex_o.src2 = {{27{if2dec_reg.inst32[31]}}, if2dec_reg.inst32[24:20]};
                    end
                    3'b101 : begin
                        case (if2dec_reg.inst32[31:25])
                            7'b0000000 : begin
                                dec2ex_o.aluOp = ALU_SRL;
                                dec2ex_o.src2 = {{27{if2dec_reg.inst32[31]}}, if2dec_reg.inst32[24:20]};
                            end
                            7'b0100000 : begin
                                dec2ex_o.aluOp = ALU_SRA;
                                dec2ex_o.src2 = {{27{if2dec_reg.inst32[31]}}, if2dec_reg.inst32[24:20]};
                            end
                        endcase
                    end
                endcase
            end
        endcase
    end
    always_comb begin
        if (if2dec_reg.inst32[19:15] == 5'h0) begin
            rs1Val = 32'h0;
        end else begin
            if (if2dec_reg.inst32[19:15] == ex2wb_i.destReg) begin
                rs1Val = ex2wb_i.res;
            end else begin
                rs1Val = rs1Val_rf;
            end
        end
        if (if2dec_reg.inst32[24:20] == 5'h0) begin
            rs2Val = 32'h0;
        end else begin
            if (if2dec_reg.inst32[24:20] == ex2wb_i.destReg) begin
                rs2Val = ex2wb_i.res;
            end else begin
                rs2Val = rs2Val_rf;
            end
        end
    end
    always_comb begin
        if (stall) begin
            nextPc = pc;
        end else begin
            nextPc = pc + 1;
        end
    end
    always_ff @ (posedge clk) begin
        if (!rst) begin
            pc <= -1;
        end else begin
            pc <= nextPc;
        end
    end
    always_ff @(posedge clk) begin
        if (!rst) begin
            if2dec_reg <= 0;
        end else begin
            if (!stall) begin
                if2dec_reg <= if2dec_i;
            end
        end
    end
endmodule
module RegFile(
    input logic clk,
    input logic [4:0] rs1Num_i, rs2Num_i, rdNum_i,
    output logic [31:0] rs1Val_o, rs2Val_o,
    input logic [31:0] rdVal_i,
    input logic regWrite_i
);
    reg [31:0] rf [31:1];
    always_ff @(posedge clk) begin
        if (regWrite_i) begin
            rf[rdNum_i] <= rdVal_i;
        end
    end
    always_ff @(posedge clk) begin
        if (rs1Num_i == rdNum_i) begin
            rs1Val_o <= rdVal_i;
        end else begin
            rs1Val_o <= rf[rs1Num_i];
        end
    end 
    always_ff @(posedge clk) begin
        if (rs2Num_i == rdNum_i) begin
            rs2Val_o <= rdVal_i;
        end else begin
            rs2Val_o <= rf[rs2Num_i];
        end
    end
endmodule
==> /design/flow/run.sh <==
#!/bin/bash
# OpenROAD 26Q1-2900-gdf79404cd8, Yosys 0.63+post, stock flow scripts
make -C /OpenROAD-flow-scripts/flow DESIGN_CONFIG=/design/flow/config.mk WORK_HOME=/design/flow/orfs finish
==> /design/flow/config.mk <==
export PLATFORM = sky130hd
export DESIGN_NAME = InstDec
export DESIGN_NICKNAME = InstDec
export VERILOG_FILES = /design/flow/design.v
export SDC_FILE = /design/flow/constraint.sdc
export NUM_CORES = 4
export LEC_CHECK = 1
export CORE_UTILIZATION = 50
==> /design/flow/constraint.sdc <==
current_design InstDec

set clk_period 7.2
set clk_io_pct 0.2

create_clock -name clk0 -period $clk_period [get_ports {clk}]

set non_clock_inputs [all_inputs -no_clocks]
set_input_delay [expr $clk_period * $clk_io_pct] -clock clk0 $non_clock_inputs
set_output_delay [expr $clk_period * $clk_io_pct] -clock clk0 [all_outputs]
==> flow_metrics.tcl <==
# metrics dict for downstream scripts
set metrics [dict create \
    critPathTopFamily "buffers and inverters" \
    gp_congestion 0.893 \
    worstSetupPathType "input pin to output port" \
    synth_top_area_share_pct 54.7 \
    syn_area_mm2 0.0545 \
    largest_reg_flops 992 \
    core_util_floorplan_pct 50.7 \
    logic_family "multiplexers" \
    drc 0 \
    grt_pass1_vias 38100 \
    synthTopCellsByCount "edfxtp_1 (992), mux2_2 (498), mux2i_1 (447)" \
    cts_tree "done" \
    crit_arrival_ns 4.80 \
    timing.fmax_ghz 0.160 \
    yosys-top-cells-area "edfxtp_1 (55%), mux2_2 (10%), mux2i_1 (8.2%), dfxtp_1 (5.8%), o22ai_1 (4.3%)" \
    dp_hpwl_um 104000 \
    tns_ns 0 \
    yosys.area.top_type "edfxtp_1" \
    cp.required_ns 5.76 \
    yosys.area_share.adder_pct 0.0230 \
    cts_buffers 121 \
    htree_levels 3 \
    post_cts_buffers 0 \
    grt_pass1_wl_um 257000 \
    vias 35900 \
    cts.repair.resized 0 \
    antenna_found_initial 5 \
    crit_fanout 12 \
    finalHoldViolations 0 \
    simple_gate_share_pct 4.34 \
    post-route-period-util_pct 86.7 \
    cts.sink_count 1149 \
    ys_seq_share_pct 60.4 \
    path_common_cell "clkdlybuf4s50_1" \
    path_cells "clkdlybuf4s50_1 > xor2_1 > nor3_1 > nand3_2 > mux2i_1 > o21ai_0 > clkdlybuf4s50_1" \
    crit_cells 7 \
    worstSkewPairLatency_ns 0.72 \
    p_leak_nw 22.0 \
    crit_path_end_kind "output port" \
    finClkSkew_ns 0.0288 \
    syn_inst 3799 \
    syn_avg_cell_area_um2 14.3 \
    cts_hold_buf 0 \
    grt_max_degree 109 \
    synth-compound-area-share_pct 9.42 \
    synth_chip_area_mm2 0.0545 \
    enable_flop_cells 992 \
    wire_per_inst_um 32.2 \
    syn2layout_area_growth_pct 15.3 \
    powerDensity_mw_per_mm2 253 \
    die_height_um 332 \
    async_reset_ff_share_pct 0 \
    synth_warnings 2 \
    ys.flops 1149 \
    hp-class "flip-flop to flip-flop" \
    maxCapViolCount 0 \
    outcome "finished clean" \
    max_stage_delay_ns 0.80 \
    track_usage_pct 35.4 \
    ys_sh_mux_pct 21.7 \
    finish.utilization_pct 58.4 \
    yosysMostFrequentCell "edfxtp_1" \
    xor_area_share_pct 0.723 \
    warnings 91 \
    clockBufferDepth 3 \
    ant_nets 0 \
    path_clk_slew_ns 0.05 \
    start_kind "input pin" \
    rsz0062_at_grt "false" \
    routed_wl_um 179000 \
    drt-initial-drc-count 2310 \
    maxSlewViolCount 0 \
    slowest_stage "clkdlybuf4s50_1" \
    max-vdd-ir-drop_uv 215 \
    pin_count 337 \
    grt_overflow 0 \
    relSlewSlack_pct 27.7 \
    die_width_um 332 \
    worstMarginPinSlew_ns 1.08 \
    ys_cells 3799 \
    io_buffers 270 \
    avgViaCountPerCell 6.47 \
    cp.buffers_inverters 2 \
    ys_types 51 \
    rows 120 \
    whs_path_depth 2 \
    drive_above_1_share_pct 25.4 \
    core-area_mm2 0.108 \
    cts_root_buf "clkbuf_16" \
    firstDrtPassIters 8 \
    dieArea_mm2 0.110 \
    ff_type "edfxtp_1" \
    setup_violations 0 \
    r2r_cells 5 \
    min_period_ns 6.24 \
]
-- stage by stage --
step                      hold slack [ns]  power [W]  instances  worst slack [ns]  cell area (um^2)
after floorplan                     0.440    0.00863       3802              3.13             54500
after global placement              0.474    0.00953       5315              1.12             58700
after detailed placement            0.487    0.00955       5315              1.09             58700
after CTS                           0.502     0.0159       5545              1.09             62800
after global routing                0.519     0.0163       5546             0.829             62800
final                               0.498     0.0159       5547             0.960             62800
-- layout by cell type (no fill, tap or decap), drive strengths merged, types with 21 or more instances in the layout --
cell	n
edfxtp	992
mux2	498
mux2i	447
o22ai	378
clkdlybuf4s50	263
nor2	207
clkbuf	169
dfxtp	157
o21ai	156
buf	152
nand2	148
a211oi	126
mux4	78
nor3	76
o41ai	62
clkinv	43
or2	32
xnor2	24
xor2	21
-- report_power, final --
| part | switching [W] | total, W | internal, W | leakage, nW |
|---|---|---|---|---|
| registers | 0.000132 | 0.00754 | 0.00741 | 10.2 |
| clock network | 0.00258 | 0.00644 | 0.00385 | 2.04 |
| logic | 0.00104 | 0.00190 | 0.000859 | 9.70 |
| total | 0.00376 | 0.0159 | 0.0121 | 22.0 |
-- cell type report --
cell class / count / area [um^2]
Multi-Input combinational cell: 2339 / 20100
Tap cell: 1403 / 1760
Clock buffer: 169 / 3400
Clock inverter: 61 / 738
Antenna cell: 2 / 5.00
Timing Repair Buffer: 415 / 3850
Fill cell: 7771 / 44700
Sequential cell: 1149 / 32900
Inverter: 9 / 33.8
-- logic make-up (layout without fill, tap and decap cells) --
group	Yosys count	after routing
flops	1149	1149
fa+ha+maj	1	1
buf+inv	314	654
compound gates	735	735
other cells	1	6
mux	1023	1023
simple gates	531	531
xor+xnor	45	45
-- final timing paths --
check	from	endpoint	slack, ns
setup reg to reg	pc[12]$_SDFF_PN1_	pc[31]$_SDFF_PN1_	5.12
hold / removal	if2dec_reg[40]$_SDFFE_PN0N_	if2dec_reg[40]$_SDFFE_PN0N_	0.50
setup / recovery	ex2wb_i[36]	dec2ex_o[1]	0.96
hold reg to reg	if2dec_reg[40]$_SDFFE_PN0N_	if2dec_reg[40]$_SDFFE_PN0N_	0.50
-- layer usage --
layer	track usage, %	vias up	part of all wire [%]
li1	-	15500	-
met1	42.4	17200	33
met2	48.6	2653	43
met3	28.3	473	19
met4	12.7	18	4.6
met5	4.65	-	0.40
-- worst reg2reg max path, stage by stage, from the launching register on --
cell,delay [ns]
dfxtp_1,0.39
nand4_1,0.15
nor2_1,0.41
nand4_1,0.31
nor3_1,0.34
mux2_2,0.37
Power and IR drop assume default switching activity.
